**design/flow/constraint.sdc**
```tcl
current_design ram_16x4

set clk_period 2.0
set clk_io_pct 0.2

create_clock -name clk0 -period $clk_period

set non_clock_inputs [all_inputs -no_clocks]
set_input_delay [expr $clk_period * $clk_io_pct] -clock clk0 $non_clock_inputs
set_output_delay [expr $clk_period * $clk_io_pct] -clock clk0 [all_outputs]
```
**design/flow/config.mk**
```make
export PLATFORM = sky130hd
export DESIGN_NAME = ram_16x4
export DESIGN_NICKNAME = ram_16x4
export VERILOG_FILES = /design/flow/design.v
export SDC_FILE = /design/flow/constraint.sdc
export NUM_CORES = 4
export LEC_CHECK = 1
export CORE_AREA = 10 10 105 105
export DIE_AREA = 0 0 115 115
```
**design/flow/design.v**
```verilog
`timescale 1ns / 1ps
module ram_16x4(
    input [3:0] addr,
    input [3:0] datain,
    input csn,                
    input rwn,                
    output [3:0] dataout
);
    reg [3:0] memory [0:15];
    integer i;
    initial begin
        for (i = 0; i < 16; i = i + 1) begin
            memory[i] = 4'b0000;
        end
    end
    always @(*) begin
        if (!csn && !rwn) begin
            memory[addr] = datain;
        end
    end
    assign dataout = (!csn && rwn) ? memory[addr] : 4'bZZZZ;
endmodule
```
**design/flow/run.sh**
```bash
#!/bin/bash
# OpenROAD 26Q1-2900-gdf79404cd8, Yosys 0.63+post, stock flow scripts
make -C /OpenROAD-flow-scripts/flow DESIGN_CONFIG=/design/flow/config.mk WORK_HOME=/design/flow/orfs finish
```
==> results.txt <==
Results of an implementation run.

The flip-flop count of the largest register, all copies and words added is approximately 64. The overall fraction of global-route tracks in use is between 7 and 8%. The number of hold buffers added after CTS is 0. Of the total power, combinational logic draws around three quarters.

The worst voltage drop across the vdd grid is 87.8 uV. Counting I/O delays and the setup requirement, the final critical path takes between 2 and 2.5 ns. The via count of the first global-routing pass is approximately 1600. The via count is approximately 1600.

Per STA, the library cell used most along the worst path is sky130_fd_sc_hd__a221oi_2. The per-cell via count in the routed design is about 4.6. The congestion estimate from routability-driven global placement came to between 0.9 and 1. The number of detailed-route iterations in the first pass is 4.

The final worst-path cycle share is 106%. The delay of the slowest critical-path stage is around 0.3 ns. The final reports fail on negative setup slack. In this design, the largest share of critical-path delay is due to AND-OR/OR-AND gates. The final-report hold violation count is 0. The placed wire-length estimate after detailed placement is 3.81 mm.

The setup slack after placement is -0.902 ns. The core region is 8760 sq um. Per the OpenROAD floorplan log, the area of the die is around 13000 sq um.

OpenROAD emitted warnings numbering 34. In the post-synthesis netlist, the biggest area contributors are sky130_fd_sc_hd__dlxtn_1 (55%), sky130_fd_sc_hd__nand2_1 (5.8%), sky130_fd_sc_hd__a21oi_1 (3.2%), sky130_fd_sc_hd__nor2_1 (2.8%), sky130_fd_sc_hd__mux2i_1 (2.3%). For this run, design rule violations remaining after detail routing come to 0.

The share of synthesized registers carrying an async set or reset is 0%. Measured against its own limit, the worst slew margin works out to about 50%.

Looking at the max-slew report, the worst-margin pin has a slew of about 0.73 ns. The initial DRC count is roughly 120. The worst hold path was traced through 4 stages. The worst setup path is launched from an input port.

After filler insertion, the fill cell instance count of the layout stands at approximately 900. The summed instance area of the synthesized netlist is 1750 sq um. The power share of the sequential group is between 20% and 30%. The kind of end point of the critical path is an output pin. Between the synthesized netlist and the finished layout, the area growth was recorded as 44.1%.

The count of cell types in the netlist is around 41. In this run the maximum-capacitance check reported violations numbering 0. The initial antenna violation count was 0. The area figure in the yosys stat output is ~1700 sq um. Per the timing report, the achievable frequency comes out to 472 MHz. The number of register pins that no clock reaches is roughly 64. Across all setup checks in the final design, the least slack found is -0.118 ns. Net switching is about two fifths of the power.

The count of pins over their slew limit is 0. The final number of setup-violating endpoints is 3. From left edge to right edge, the die measures 115 um. The data required time at the worst endpoint is approximately 1.6 ns. The signal on the critical path passes through buf_8 > buf_12 > mux2_4 > a221oi_2 > a21oi_1 > a221oi_2 > a21oi_2 > buf_2. The first-pass GRT wire length is between 8 and 9 mm. The analysis attributes to net switching a power of 180 uW.

Per the synth stats, the flop cell with the highest instance count is sky130_fd_sc_hd__dlxtn_1. The end-of-flow core utilization is approximately 29%. The critical path data arrival time is around 1.7 ns. The top cell type by area accounts for approximately 55% of the synthesized area. The total power density per cell area is between 150 and 200 nW/um^2.

~64 endpoints have no timing constraint. According to the floorplan log, the row count is 34. In this run the vertical extent of the chip is 115 um. The kind of path behind the tightest hold check is input port to output pin.

The internal cell power is 265 uW. The clock network is responsible for 0% of the overall power. In this run the count of I/O pins placed on the die edge is 14. The sum of buffers and inverters on the critical path is 3. The endpoint with the worst hold slack is dataout[0].

For this design, Yosys synthesis ends with a cell count of 196. Nets still carrying antenna violations after routing amount to 0. Setup repair after global routing could not meet its margin everywhere. The critical path crosses 8 cells after its start point. The number of warning messages in the yosys log is 3. The worst-path maximum fanout is 5.

The wire length recorded after detailed routing is roughly 5.3 mm. The total overflow left after global routing is 0. Summed over all instances, the cell type with the most area after synthesis is sky130_fd_sc_hd__dlxtn_1. After synthesis the netlist holds a flip-flop and latch count of between 60 and 70. Cells with a size suffix above 1 make up between 30% and 40% of the layout.

The final sum of negative setup slack is -0.241 ns. The count of flip-flops with a built-in enable after synthesis is 0. Buffers placed on the I/O ports in this run total 14. After synthesis, the mean cell area works out to about 8.9 sq um. The library cell contributing the largest single delay on the critical path is sky130_fd_sc_hd__mux2_4. The pin count of the biggest net entering global routing is 17. The static leakage power is ~0.0011 uW. The most common cell in the synthesized netlist is sky130_fd_sc_hd__dlxtn_1. The post-synthesis cell count is 196.

The worst setup path is of the input port to output pin kind. The core utilization before placement is between 10% and 20%. The tightest hold path in the finished design has a slack of roughly 1.3 ns. The flow ran to the end, but the final reports show violations.

The post-detailed-route wirelength per cell is 15.2 um. 0 antenna diodes ended up in the layout. STA lists the startpoint of the worst hold path as addr[0]. The synthesis run shows the most used standard cells to be sky130_fd_sc_hd__dlxtn_1 (64), sky130_fd_sc_hd__nand2_1 (27), sky130_fd_sc_hd__nor2_1 (13), sky130_fd_sc_hd__a21oi_1 (11), sky130_fd_sc_hd__o21ai_0 (8).
[power groups by stage]
stage | logic (uW) | clock network (uW) | registers [uW]
after CTS | 313 | 0 | 107
after global routing | 366 | 0 | 115
final | 337 | 0 | 108
[through the flow]
stage                     cells  power (uW)  area, sq um
after floorplan             196         222         1750
after global placement      337         370         2210
after detailed placement    337         371         2210
after CTS                   344         420         2420
after global routing        346         480         2510
final                       346         445         2510
[layout make-up]
type                            instances  area (sq um)  share of cell area, %
Timing Repair Buffer                   53           529                   21.0
Multi-Input combinational cell        117           875                   34.8
Sequential cell                        64           961                   38.2
Inverter                                4          15.0                  0.597
Tap cell                              108           135                   5.37
[per-layer routing]
metal  GRT usage (%)  wire (um)
met5               0          0
met4            1.49        169
met3           0.633        336
met2            12.2       2240
met1            12.2       2510
[worst max-delay path by stage]
stage       endpoint  slack (ns)    start
6_report  dataout[3]       -0.12  addr[3]
5_1_grt   dataout[3]       -0.22  addr[3]
4_1_cts   dataout[3]       -0.13  addr[3]
[repair_timing]
item / in CTS / in global routing
setup endpoints to repair: 4 / 4
gates cloned: 3 / 0
pin swaps: 17 / 14
resized: 63 / 24
setup buffers: 4 / 2
[cell families (layout without fill, tap and decap cells)]
logic type / Yosys count / count (layout) / share of synthesized area (%)
AND/OR/NAND/NOR: 64 / 64 / 17.1
latches: 64 / 64 / 55.1
AND-OR/OR-AND: 44 / 44 / 17.6
buffers and inverters: 15 / 57 / 4.44
multiplexers: 9 / 9 / 5.73
[layout by cell type (no fill, tap or decap), drive strengths merged, types with 3 or more instances in the layout]
cell type      instances
a21oi                 11
a221oi                 5
a22o                   3
a22oi                  4
a31oi                  4
and3                   3
buf                   45
clkdlybuf4s50          6
dlxtn                 64
mux2                   5
mux2i                  4
nand2                 27
nand3                  4
nor2                  14
nor2b                  4
nor4                   3
o21ai                  8
Power and IR drop assume default switching activity.
