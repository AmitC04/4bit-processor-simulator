==> ./design.v <==
`timescale 1ns / 1ps
module adder_4bit(
    input [3:0] a,
    input [3:0] b,
    input cin,
    output [3:0] sum,
    output cout
);
    wire c1, c2, c3;
    full_adder_1bit fa0(.a(a[0]), .b(b[0]), .cin(cin), .sum(sum[0]), .cout(c1));
    full_adder_1bit fa1(.a(a[1]), .b(b[1]), .cin(c1), .sum(sum[1]), .cout(c2));
    full_adder_1bit fa2(.a(a[2]), .b(b[2]), .cin(c2), .sum(sum[2]), .cout(c3));
    full_adder_1bit fa3(.a(a[3]), .b(b[3]), .cin(c3), .sum(sum[3]), .cout(cout));
endmodule
`timescale 1ns / 1ps
module alu_4bit(
    input [2:0] sel,       
    input [3:0] a,
    input [3:0] b,
    input cin,
    output reg [3:0] f,
    output reg cout
);
    wire [3:0] adder_out;
    wire adder_cout;
    wire [3:0] b_modified;
    wire cin_modified;
    wire [3:0] xor_result;
    xor_gate xg0(.a(a[0]), .b(b[0]), .c(xor_result[0]));
    xor_gate xg1(.a(a[1]), .b(b[1]), .c(xor_result[1]));
    xor_gate xg2(.a(a[2]), .b(b[2]), .c(xor_result[2]));
    xor_gate xg3(.a(a[3]), .b(b[3]), .c(xor_result[3]));
    assign b_modified = (sel[2:1] == 2'b00) ? 
                        ((sel[0] == 1'b0 && cin == 1'b0) ? 4'b0000 :   
                         (sel[0] == 1'b0 && cin == 1'b1) ? 4'b0000 :   
                         (sel[0] == 1'b1 && cin == 1'b0) ? b :          
                         b) :                                            
                        (sel[2:0] == 3'b010 || sel[2:0] == 3'b011) ? ~b :   
                        (sel[2:0] == 3'b110) ? 4'b1111 :                
                        (sel[2:0] == 3'b111) ? 4'b1111 :                
                        b;
    assign cin_modified = (sel[2:1] == 2'b00) ? cin :
                          (sel[2:0] == 3'b101 || sel[2:0] == 3'b110) ? 1'b1 :
                          1'b0;
    adder_4bit adder(.a(a), .b(b_modified), .cin(cin_modified), 
                     .sum(adder_out), .cout(adder_cout));
    always @(*) begin
        case(sel)
            3'b000: begin f = adder_out; cout = adder_cout; end   
            3'b001: begin f = adder_out; cout = adder_cout; end   
            3'b010: begin f = adder_out; cout = adder_cout; end   
            3'b011: begin f = adder_out; cout = adder_cout; end   
            3'b100: begin f = a & b; cout = 1'b0; end             
            3'b101: begin f = a | b; cout = 1'b0; end             
            3'b110: begin f = xor_result; cout = 1'b0; end        
            3'b111: begin f = ~a; cout = 1'b0; end                
            default: begin f = 4'b0000; cout = 1'b0; end
        endcase
    end
endmodule
`timescale 1ns / 1ps
module full_adder_1bit(
    input a,
    input b,
    input cin,
    output sum,
    output cout
);
    wire xor_ab;
    wire and1, and2;
    xor_gate xg1(.a(a), .b(b), .c(xor_ab));
    xor_gate xg2(.a(xor_ab), .b(cin), .c(sum));
    assign and1 = a & b;
    assign and2 = cin & xor_ab;
    assign cout = and1 | and2;
endmodule
`timescale 1ns / 1ps
module instruction_decoder(
    input clk,
    input reset_n,
    input [10:0] instruction,     
    output reg [2:0] alu_sel,
    output reg [3:0] addr,
    output reg [3:0] operand,
    output reg csn,               
    output reg rwn,               
    output reg alu_enable,
    output reg [1:0] state
);
    localparam INIT = 2'b00;
    localparam FETCH = 2'b01;
    localparam EXECUTE = 2'b10;
    localparam STORE = 2'b11;
    wire [2:0] opcode;
    wire [3:0] op1;   
    wire [3:0] op2;   
    assign opcode = instruction[10:8];
    assign op1 = instruction[7:4];
    assign op2 = instruction[3:0];
    always @(posedge clk or negedge reset_n) begin
        if (!reset_n) begin
            state <= INIT;
            alu_sel <= 3'b000;
            addr <= 4'b0000;
            operand <= 4'b0000;
            csn <= 1'b1;           
            rwn <= 1'b1;           
            alu_enable <= 1'b0;
        end else begin
            case(state)
                INIT: begin
                    state <= FETCH;
                    csn <= 1'b1;
                    rwn <= 1'b1;
                    alu_enable <= 1'b0;
                end
                FETCH: begin
                    state <= EXECUTE;
                    addr <= op1;
                    csn <= 1'b0;       
                    rwn <= 1'b1;       
                    alu_enable <= 1'b0;
                end
                EXECUTE: begin
                    state <= STORE;
                    operand <= op2;
                    csn <= 1'b1;       
                    alu_enable <= 1'b1;
                    case(opcode)
                        3'b000: alu_sel <= 3'b000;   
                        3'b001: alu_sel <= 3'b001;   
                        3'b010: alu_sel <= 3'b011;   
                        3'b011: alu_sel <= 3'b110;   
                        3'b100: alu_sel <= 3'b100;   
                        3'b101: alu_sel <= 3'b101;   
                        3'b110: alu_sel <= 3'b111;   
                        default: alu_sel <= 3'b000;
                    endcase
                end
                STORE: begin
                    state <= FETCH;
                    addr <= op1;
                    csn <= 1'b0;       
                    rwn <= 1'b0;       
                    alu_enable <= 1'b0;
                end
                default: state <= INIT;
            endcase
        end
    end
endmodule
`timescale 1ns / 1ps
module processor_4bit(
    input clk,
    input reset_n,
    input [10:0] instruction,
    output [3:0] result,
    output [3:0] mem_out,       
    output [1:0] current_state
);
    wire [2:0] alu_sel;
    wire [3:0] addr;
    wire [3:0] operand;
    wire csn, rwn, alu_enable;
    wire [3:0] mem_data;
    wire [3:0] alu_result;
    wire alu_cout;
    instruction_decoder decoder(
        .clk(clk),
        .reset_n(reset_n),
        .instruction(instruction),
        .alu_sel(alu_sel),
        .addr(addr),
        .operand(operand),
        .csn(csn),
        .rwn(rwn),
        .alu_enable(alu_enable),
        .state(current_state)
    );
    registered_alu alu(
        .clk(clk),
        .reset_n(reset_n),
        .sel(alu_sel),
        .a(mem_data),         
        .b(operand),          
        .cin(1'b0),
        .f(alu_result),
        .cout(alu_cout)
    );
    ram_16x4_sync ram(
        .clk(clk),
        .reset_n(reset_n),
        .addr(addr),
        .datain(alu_result),
        .csn(csn),
        .rwn(rwn),
        .dataout(mem_data)
    );
    assign result = alu_result;
    assign mem_out = mem_data;
endmodule
`timescale 1ns / 1ps
module ram_16x4_sync(
    input clk,
    input reset_n,
    input [3:0] addr,
    input [3:0] datain,
    input csn,                
    input rwn,                
    output reg [3:0] dataout
);
    reg [3:0] memory [0:15];
    integer i;
    initial begin
        for (i = 0; i < 16; i = i + 1) begin
            memory[i] = 4'b0000;
        end
    end
    always @(posedge clk or negedge reset_n) begin
        if (!reset_n) begin
            dataout <= 4'b0000;
        end else begin
            if (!csn) begin
                if (!rwn) begin
                    memory[addr] <= datain;
                end else begin
                    dataout <= memory[addr];
                end
            end
        end
    end
endmodule
`timescale 1ns / 1ps
module registered_alu(
    input clk,
    input reset_n,
    input [2:0] sel,
    input [3:0] a,
    input [3:0] b,
    input cin,
    output reg [3:0] f,
    output reg cout
);
    wire [3:0] alu_f;
    wire alu_cout;
    alu_4bit alu(.sel(sel), .a(a), .b(b), .cin(cin), .f(alu_f), .cout(alu_cout));
    always @(posedge clk or negedge reset_n) begin
        if (!reset_n) begin
            f <= 4'b0000;
            cout <= 1'b0;
        end else begin
            f <= alu_f;
            cout <= alu_cout;
        end
    end
endmodule
`timescale 1ns / 1ps
module xor_gate(
    input a,
    input b,
    output c
);
    assign c = (a & ~b) | (~a & b);
endmodule
==> ./config.mk <==
export PLATFORM = sky130hd
export DESIGN_NAME = processor_4bit
export DESIGN_NICKNAME = processor_4bit
export VERILOG_FILES = /design/flow/design.v
export SDC_FILE = /design/flow/constraint.sdc
export NUM_CORES = 4
export LEC_CHECK = 1
export CORE_UTILIZATION = 40
==> ./constraint.sdc <==
current_design processor_4bit

set clk_period 2.8
set clk_io_pct 0.2

create_clock -name clk0 -period $clk_period [get_ports {clk}]

set non_clock_inputs [all_inputs -no_clocks]
set_input_delay [expr $clk_period * $clk_io_pct] -clock clk0 $non_clock_inputs
set_output_delay [expr $clk_period * $clk_io_pct] -clock clk0 [all_outputs]
==> ./run.sh <==
#!/bin/bash
# OpenROAD 26Q1-2900-gdf79404cd8, Yosys 0.63+post, stock flow scripts
make -C /OpenROAD-flow-scripts/flow DESIGN_CONFIG=/design/flow/config.mk WORK_HOME=/design/flow/orfs finish
==> Slide: Implementation Results <==
Synthesis and Place & Route Summary

Detailed routing
  • Initial DRC count: 119
  • Vias per Instance: between 5 and 6
  • TritonRoute pass-1 iters: 4
  • Drt drc: 0
  • Total wire length: between 8000 and 9000 um
  • ANT nets after route: 0
  • Ant diodes: 0
  • DR WL/cell: 16.6 um
  • Vias: 2530

Critical path
  • CP arrival: roughly 2.8 ns
  • CP max FO: 3
  • R2R Path Start: decoder.alu_sel[1]
  • Slowest CP cell: fa_1
  • Reg2reg setup slack: 0.23 ns
  • Req. time, crit path: 3.03 ns
  • Critical R2R Capture: alu.f[3]
  • Crit-path max cell delay: 0.45 ns
  • Crit path capture type: register
  • CP most frequent cell: fa_1
  • R2r worst-path depth: 10
  • CP Cell Sequence: nor2b_1 -> nor2_1 -> nand2_1 -> o21ai_0 -> fa_1 -> fa_1 -> fa_1 -> xor2_1 -> xnor2_1 -> o21ai_1
  • Type of the worst setup path: register to register
  • Setup crit start kind: register

Hold path
  • Hold Path Class: register to register
  • Hold Crit Endpoint: decoder.rwn
  • Hold Startpoint: decoder.rwn
  • Hold depth: 2

Clock network
  • Clock Root Buffer: clkbuf_8
  • Inserted Clock Buffers: 9
  • Post-CTS Hold Buffers: 0
  • Cts repair resizes: 0
  • Setup bufs post-CTS: 0
  • Clk latency of the worst-skew pair: around 0.35 ns
  • Worst-path clk slew: 0.08 ns
  • CTS H-tree depth: 3
  • Sink Count: 87
  • CTS max path bufs: 2
  • CTS tree: yes

Global routing
  • First-pass GRT wire length: 13700 um
  • Vias in the first global route: 2594
  • Largest net degree at the start of global routing: 25
  • Total congestion overflow: 0
  • Initial antenna violation count: 0
  • Tot GR Track Use: 0.172

Cells and area
  • Final core utilization: 0.460
  • Final non-filler cell total: 490
  • Fill cells: 924
  • Most common logic cell in the routed design: edfxtp_1
  • Layout cells sized above 1: 0.127
  • Final instance area: between 4000 and 5000 sq um
  • Most common logic cells in the final layout: edfxtp_1 (64), nor2_1 (25), nand2_1 (22), clkdlybuf4s50_1 (22)
  • Area grow syn2layout: 12.2%

Power
  • Clock share of power: 0.309
  • Leakage: 1.68 nW
  • Peak supply drop: 0.363 mV
  • Combinational group share of total power: 0.137
  • Internal: 0.00209 W
  • Net Sw Frac: 0.252
  • Switch Pwr: roughly 0.00070 W
  • Sequential share of power: 0.554
  • Power Dens Cells: 592 nW/um^2

Final timing
  • Least-Margin Pin Slew: slightly below 0.8 ns
  • TNS Setup: 0 ns
  • RSZ-0062 raised after global routing: false
  • Cycle use final: 0.918
  • Max Fclk: 0.389 GHz
  • Hold WS: 0.502 ns
  • Slew HR: 0.479
  • Final Hold Viols: 0
  • Final min period: 2.57 ns
  • Setup Skew: between 0.01 and 0.015 ns
  • Final setup vio count: 0
  • Final Max Tran Viols: 0

Floorplanning
  • Cell Rows: 37
  • Die H: 104 um
  • I/O pin total: 23
  • Core ar.: 10200 sq um
  • Die X-Extent: 104 um
  • Die ar.: 10900 sq um
  • Initial core utilization: 0.410

Synth
  • Cell Type Count: 48
  • Post-Syn Area: ~4200 sq um
  • Cells after Synth: between 300 and 400
  • Synth async-reset ratio: 0.264
  • Mean Syn Cell Area: 12.9 sq um
  • Synth Flop Type: edfxtp_1
  • Synth warnings: 5
  • Synth Seq Share: 0.596
  • Yosys Chip Area: 4200 sq um
  • Seq cells post-synth: 87
  • EDFF count, synth: 64
  • Yosys cell count: about 330

Job
  • Tool warnings: 35
  • Number of max-cap violations: 0

Placed design
  • Placed Cells: ~470
  • DP Area: 4510 sq um
  • GP Congestion: 0.883
  • PortBufs: 22
  • Dpl hpwl: between 5000 and 6000 um

Run status
  • Run status: complete, no violations
-- state kept, by name (all words and copies together) (netlist names) --
signal	count
decoder.operand	4
decoder.csn	1
decoder.alu_sel	3
decoder.addr	4
ram.memory	64
ram.dataout	4
decoder.state	2
alu.f	4
decoder.rwn	1
-- metal layers --
layer,global-route usage,vias to the layer above,routed length (um)
li1,-,1226,-
met1,0.262,1254,3680
met4,0.0143,0,80
met2,0.262,45,3900
met5,0,-,0
met3,0.0691,5,479
-- cell families (layout without fill, tap and decap cells) --
| logic type | count (synthesis) | after routing | synth area share |
|---|---|---|---|
| xor+xnor | 2 | 2 | 0.00417 |
| flops | 87 | 87 | 0.596 |
| fa+ha+maj | 19 | 19 | 0.0620 |
| compound gates | 60 | 60 | 0.0951 |
| mux | 15 | 15 | 0.0495 |
| simple gates | 100 | 100 | 0.136 |
| buf+inv | 43 | 71 | 0.0578 |
-- synth_stat cells, drive strengths merged, types with 2 or more instances --
library cell / n / area share
a2111oi: 4 / 0.0095
a21boi: 4 / 0.0072
a21oi: 13 / 0.015
a221oi: 3 / 0.011
a22oi: 4 / 0.0072
a31oi: 3 / 0.0045
buf: 19 / 0.036
clkbuf: 3 / 0.0027
dfrtp: 21 / 0.13
dfstp: 2 / 0.013
edfxtp: 64 / 0.46
fa: 3 / 0.014
ha: 16 / 0.048
inv: 21 / 0.019
mux2: 6 / 0.016
mux2i: 5 / 0.012
mux4: 4 / 0.021
nand2: 23 / 0.021
nand2b: 3 / 0.0045
nand3: 4 / 0.0048
nand3b: 21 / 0.038
nand4b: 4 / 0.0083
nand4bb: 5 / 0.013
nor2: 25 / 0.022
nor2b: 8 / 0.013
o21ai: 19 / 0.023
o22a: 2 / 0.0042
o22ai: 5 / 0.0075
or2: 2 / 0.0036
-- power groups by stage --
stage	Clock, W	Sequential [W]	Combinational, W
CTS	0.000888	0.00155	0.000391
global route	0.000942	0.00155	0.000434
finish	0.000861	0.00154	0.000383
-- worst max-delay path: cells and delay by family, from the launching register on --
| family | cells | cell delay, ns |
|---|---|---|
| adders and majority gates | 3 | 1.22 |
| DFF | 1 | 0.38 |
| and+or+nand+nor | 3 | 0.35 |
| xor gates and xnor gates | 2 | 0.31 |
| AOI/OAI and AO/OA | 2 | 0.18 |
-- through the flow --
step / power, W / setup slack, ns
global placement: 0.00196 / 0.286
CTS: 0.00282 / 0.223
global route: 0.00293 / 0.0576
floorplan: 0.00178 / 0.249
finish: 0.00279 / 0.230
detailed placement: 0.00196 / 0.247
-- how the worst max path moves through the flow --
stage	startpoint	to	slack [ns]	cells after the start
4_1_cts	decoder.alu_sel[1]	alu.f[3]	0.22	10
5_1_grt	decoder.alu_sel[1]	alu.f[3]	0.06	10
6_report	decoder.alu_sel[1]	alu.f[3]	0.23	10
-- layout make-up --
type	instances	area, sq um	share of cell area
sequential	87	2500	0.531
multi-input combinational	196	1460	0.309
timing repair buffer	34	310	0.0659
tap	136	170	0.0361
clock buffer	9	124	0.0263
inverter	21	78.8	0.0167
clock inverter	7	71.3	0.0151
Power is estimated from default activity; no workload was simulated.
